==> ./design.v <==
`timescale 1ps/1fs  
module csa(
    input [7:0] a, b, c, d, e, f, g, h, i, j,
    output [17:0] s
);
    wire [7:0] s8;
    wire [8:0] s9, c8;
    wire [9:0] s10, c9;
    wire [10:0] s11, c10;
    wire [11:0] s12, c11;
    wire [12:0] s13, c12;
    wire [13:0] s14, c13;
    wire [14:0] s15, c14;
    wire [15:0]      c15;
    NBitCSA #(
    .N(8)
    ) BitCSA_instance8(
        .A(a),
        .B(b),
        .C(c),
        .S(s8),
        .Carry(c8)
    );
    NBitCSA #(
    .N(9)
    ) BitCSA_instance9(
        .A({1'b0,s8}),
        .B(c8),
        .C({1'b0,d}),
        .S(s9),
        .Carry(c9)
    );
    NBitCSA #(
    .N(10)
    ) BitCSA_instance10(
        .A({1'b0,s9}),
        .B(c9),
        .C({2'b00,e}),
        .S(s10),
        .Carry(c10)
    );
    NBitCSA #(
    .N(11)
    ) BitCSA_instance11(
        .A({1'b0,s10}),
        .B(c10),
        .C({3'b000,f}),
        .S(s11),
        .Carry(c11)
    );
    NBitCSA #(
    .N(12)
    ) BitCSA_instance12(
        .A({1'b0,s11}),
        .B(c11),
        .C({4'b0000,g}),
        .S(s12),
        .Carry(c12)
    );
    NBitCSA #(
    .N(13)
    ) BitCSA_instance13(
        .A({1'b0,s12}),
        .B(c12),
        .C({5'b00000,h}),
        .S(s13),
        .Carry(c13)
    );
    NBitCSA #(
    .N(14)
    ) BitCSA_instance14(
        .A({1'b0,s13}),
        .B(c13),
        .C({6'b000000,i}),
        .S(s14),
        .Carry(c14)
    );
    NBitCSA #(
    .N(15)
    ) BitCSA_instance15(
        .A({1'b0,s14}),
        .B(c14),
        .C({7'b000000,j}),
        .S(s15),
        .Carry(c15)
    );
    assign s= s15 + c15;
endmodule : csa
module NBitCSA #(
    parameter N = 8  
)(
    input [N-1:0] A, B, C,
    output [N-1:0] S,
    output [N:0] Carry
);
wire [N:0] Carry_bs;   
    genvar i;
    generate
        for (i = 0; i < N; i = i + 1) begin : CSA_instance
            assign S[i] = A[i] ^ B[i] ^ C[i];
            assign Carry_bs[i] = A[i] & B[i] | A[i] & C[i] | B[i] & C[i];
        end
    endgenerate
  assign Carry[N:0] = {Carry_bs[N-1:0], 1'b0};
endmodule
==> ./run.sh <==
#!/bin/bash
# OpenROAD 26Q1-2900-gdf79404cd8, Yosys 0.63+post, stock flow scripts
make -C /OpenROAD-flow-scripts/flow DESIGN_CONFIG=/design/flow/config.mk WORK_HOME=/design/flow/orfs finish
==> ./config.mk <==
export PLATFORM = sky130hd
export DESIGN_NAME = csa
export DESIGN_NICKNAME = csa
export VERILOG_FILES = /design/flow/design.v
export SDC_FILE = /design/flow/constraint.sdc
export NUM_CORES = 4
export LEC_CHECK = 1
export CORE_UTILIZATION = 30
==> ./constraint.sdc <==
current_design csa

set clk_period 11.7
set clk_io_pct 0.2

create_clock -name clk0 -period $clk_period

set non_clock_inputs [all_inputs -no_clocks]
set_input_delay [expr $clk_period * $clk_io_pct] -clock clk0 $non_clock_inputs
set_output_delay [expr $clk_period * $clk_io_pct] -clock clk0 [all_outputs]
==> reports/results.txt <==
Status - finished clean
DPL Wire Length - 3.603 mm
# IOs - 98
FP Util - 0.3138
Final WL - 3.547 mm
Crit Path Max Fanout - 3
Layout area overhead - 47.71%
Slowest stage delay, CP - 0.55 ns
Count leader, synth - inv_1
DRC - 0
Hold WC Path Type - in -> out
Placed Area - 3184 µm²
Max-area cell share - 0.5665
Largest net degree at the start of global routing - 7
Vert. Die Dim - 86.77 µm
Tmin final - 11.19 ns
Tool warning count - 38
Flop area - 0 µm²
Kind of critical path - in -> out
Final Hold Vio Count - 0
Logic area - 1886 µm²
Mapped Avg Cell Area - 10.57 µm²
CP delay by family, top - adder cells
Proportion of layout cells with a drive suffix above 1 - 0.003378
FF+latch count - 0
Filler cells - 666
Mapped Cells - 204
Antenna viol nets, final - 0
Avg WL per Cell - 9.048 µm
Core Area - 6869 µm²
Crit path launch type - input port
WP data arrival - 8.85 ns
Synth Warn # - 0
Endpoints failing setup - 0
First-pass GRT wire length - 5.954 mm
TritonRoute pass-1 iters - 2
Post-layout period usage of the worst path - 0.9565
Die area - 7529 µm²
Placed insts - 392
Port buffer count - 93
Setup TNS - 0 ns
Synth Cell Area - 2156 µm²
RSZ-0062 raised after global routing - false
Vias in the first global route - 1,572
Die X - 86.77 µm
Cell taking the most area after synthesis - fa_1
Top cells by area - fa_1 57%, ha_1 17%, inv_1 11%
Iter 0 DRT Violations - 7
Worst EP required - 9.36 ns
Synth cell count leaders - 66 x inv_1, 61 x fa_1, 30 x ha_1
Post-CTS Setup Bufs - 0
GP Congestion - 0.7542
Design Area, Final - 3184 µm²
CP max-delay cell - fa_1
Num rows - 30
Synth unique cells - 22
Fin. max-slew vios - 0
GRT Total Usage - 0.1008
CTS Hold Bufs - 0
Critical path capture point type - primary output
CTS resizes - 0
Yosys cell count - 204
Max Fclk - 89.36 MHz
Buf+Inv Stages, Crit Path - 7
Grt total ovfl - 0
Post-Route Utilization - 0.4636
Antenna diode count - 0
Number of max-cap violations - 0
Vias - 1,552
Non-filler instance count after layout - 392
Routed vias/inst - 3.959
Initial antenna violation count - 0
Worst path cell trace - clkdlybuf4s50_1 -> inv_1 -> fa_1 -> fa_1 -> inv_1 -> fa_1 -> inv_1 -> fa_1 -> fa_1 -> fa_1 -> fa_1 -> fa_1 -> inv_1 -> ha_1 -> inv_1 -> fa_1 -> nor2b_1 -> o2111ai_1 -> a21oi_1 -> o22ai_1 -> xnor2_1 -> clkdlybuf4s50_1
Chip area in the Yosys report - 2156 µm²
Seq share, synth - 0
Clk_buf instances - 0
Most frequent CP cell - fa_1
## cells by family after synthesis
family | after synthesis | synth area share
AOI/OAI and AO/OA | 22 | 0.07139
and+or+nand+nor | 11 | 0.02147
xor gates and xnor gates | 8 | 0.03250
buffers and inverters | 71 | 0.1323
other | 1 | 0.001739
adders and majority gates | 91 | 0.7406
## metrics by stage
| step | setup WS, ns | hold WS [ns] |
|---|---|---|
| 4_1_cts | 0.4375 | 5.731 |
| 3_5_place_dp | 0.4795 | 5.722 |
| 3_3_place_gp | 0.4432 | 5.723 |
| 6_report | 0.5095 | 5.723 |
| 2_1_floorplan | 1.732 | 4.761 |
| 5_1_grt | 0.09469 | 5.757 |
## layout by cell type, fill, tap and decap left out
cell	instances
inv_1	66
nor2b_1	2
o21ai_1	1
conb_1	5
a211oi_1	1
xnor2_1	5
o21ai_0	2
a31oi_2	1
o31a_1	2
a2111o_1	1
nor2_1	3
a21oi_1	7
fa_1	61
a31o_1	1
xor2_1	3
o22ai_1	1
o21a_1	2
ha_1	30
a21o_1	1
clkdlybuf4s50_1	93
nand2_1	6
o2111ai_1	2
## final timing paths
kind / end / depth (start not counted) / slack (ns) / from
worst max-delay path: s[11] / 22 / 0.51 / a[1]
worst min-delay path: s[0] / 3 / 5.72 / j[0]
## per-layer routing
| metal | global-route usage | routed length, µm | vias up |
|---|---|---|---|
| li1 | - | - | 782 |
| met1 | 0.1312 | 1317 | 709 |
| met2 | 0.1760 | 1736 | 61 |
| met3 | 0.03768 | 494 | 0 |
| met4 | 0 | 0 | 0 |
| met5 | 0 | 0 | - |
## final cells by class
type | instances | share of cell area
inverter | 66 | 0.07780
multi-input combinational | 137 | 0.5921
tap | 96 | 0.03772
timing repair buffer | 93 | 0.2923
