$ cat design/flow/design.v
module adder(
    input [15:0] A, B,
    input [2:0] CODE,
    input coe,
    output [15:0] C,
    output reg vout, cout
);
    reg cin;  
    localparam add= 3'b000;  
    localparam addu=3'b001;  
    localparam sub= 3'b010;  
    localparam subu=3'b011;  
    localparam inc= 3'b100;  
    localparam dec= 3'b101;  
    reg [15:0] Ain, Bin;
    wire coutwire;
    cla16bit cla16bit_instance(
        .A(Ain),
        .B(Bin),
        .cin(cin),
        .SUM(C),
        .C_OUT(coutwire)
    );
    always @ (*) begin  
        case(CODE)
            add: begin
                cin = 1'b0;
                Ain = A;
                Bin = B ^ {16{cin}};
                cout = (~coe) ? coutwire : 1'b0;
                vout = (Ain[15] == Bin[15]) && (C[15] != Ain[15]);
            end
            addu: begin
                cin = 1'b0;
                Ain = A;
                Bin = B ^ {16{cin}};
                cout = (~coe) ? coutwire : 1'b0;
                vout = 1'b0;
            end
            sub: begin  
                cin = 1'b1;
                Ain = A;
                Bin = B ^ {16{cin}};
                cout = (~coe) ? coutwire : 1'b0;
                vout = (Ain[15] == Bin[15]) && (C[15] != Ain[15]);
            end
            subu: begin
                cin = 1'b1;
                Ain = A;
                Bin = B ^ {16{cin}};
                cout = (~coe) ? coutwire : 1'b0;
                vout = 1'b0;
            end
            inc: begin
                cin = 1'b0;
                Ain = A;
                Bin = 16'h0001 ^ {16{cin}};
                cout = (~coe) ? coutwire : 1'b0;
                vout = (Ain[15] == Bin[15]) && (C[15] != Ain[15]);
            end
            dec: begin
                cin = 1'b1;
                Ain = A;
                Bin = 16'h0001 ^ {16{cin}};
                cout = (~coe) ? coutwire : 1'b0;
                vout = (Ain[15] == Bin[15]) && (C[15] != Ain[15]);
            end
            default: begin
                cin = 1'b0;
                Ain = 16'h0000;
                Bin = 16'h0000;
                vout = 1'b0;
                cout = 1'b0;
            end
        endcase
    end
endmodule
module alu(
    input signed [15:0] A,
    input signed [15:0] B,
    input [4:0] alu_code,
    input coe,
    output reg signed [15:0] C,
    output reg vout, cout
);
    wire [15:0] c;  
    wire vout_wire;
    wire cout_wire;
    localparam add= 5'b00_000;               
    localparam addu=5'b00_001;               
    localparam sub= 5'b00_010;               
    localparam subu=5'b00_011;               
    localparam inc= 5'b00_100;               
    localparam dec= 5'b00_101;               
    localparam and_opp= 5'b01_000;            
    localparam or_opp=  5'b01_001;            
    localparam xor_opp= 5'b01_010;            
    localparam not_opp= 5'b01_100;            
    localparam sll= 5'b10_000;               
    localparam srl= 5'b10_001;               
    localparam sla= 5'b10_010;               
    localparam sra= 5'b10_011;               
    localparam sle= 5'b11_000;               
    localparam slt= 5'b11_001;               
    localparam sge= 5'b11_010;               
    localparam sgt= 5'b11_011;               
    localparam seq= 5'b11_100;               
    localparam sne= 5'b11_101;               
    adder adder_instance(
        .A(A),
        .B(B),
        .CODE(alu_code[2:0]),
        .coe(coe),  
        .C(c),
        .vout(vout_wire),  
        .cout(cout_wire)  
    );
    always @(*)  
    begin: ALU
        case(alu_code)
            add: begin
                C=c;
                vout=vout_wire;
                cout=cout_wire;
            end
            addu:begin
                C=c;
                vout=vout_wire;
                cout=cout_wire;
            end
            sub: begin
                C=c;
                vout=vout_wire;
                cout=cout_wire;
            end
            subu:begin
                C=c;
                vout=vout_wire;
                cout=cout_wire;
            end
            inc: begin
                C=c;
                vout=vout_wire;
                cout=cout_wire;
            end
            dec: begin
                C=c;
                vout=vout_wire;
                cout=cout_wire;
            end
            and_opp: begin
                C= A & B;
                vout=1'b0;
                cout=1'b0;
                end
            or_opp: begin
                C= A | B;
                vout=1'b0;
                cout=1'b0;
                end
            xor_opp: begin
                C= A ^ B;
                vout=1'b0;
                cout=1'b0;
                end
            not_opp: begin
                C= ~A;
                vout=1'b0;
                cout=1'b0;
            end
            sll: begin
                C= A<<B[3:0];
                vout=1'b0;
                cout=1'b0;
                end
            srl: begin
                C= A>>B[3:0];
                vout=1'b0;
                cout=1'b0;
                end
            sla: begin
                C= A<<<B[3:0];
                vout=1'b0;
                cout=1'b0;
                end
            sra: begin
                C= A>>>B[3:0];
                vout=1'b0;
                cout=1'b0;
            end
            sle: begin
                C= (A<=B)?16'h0001:16'h0000;
                vout=1'b0;
                cout=1'b0;
                end
            slt: begin
                C= (A<B)?16'h0001:16'h0000;
                vout=1'b0;
                cout=1'b0;
                end
            sge: begin
                C= (A>=B)?16'h0001:16'h0000;
                vout=1'b0;
                cout=1'b0;
                end
            sgt: begin
                C= (A>B)?16'h0001:16'h0000;
                vout=1'b0;
                cout=1'b0;
                end
            seq: begin C= (A==B)?16'h0001:16'h0000;
                vout=1'b0;
                cout=1'b0;
                end
            sne: begin
                C= (A!=B)?16'h0001:16'h0000;
                vout=1'b0;
                cout=1'b0;
                end
            default: begin
                C=16'h0000;
                vout=1'b0;
                cout=1'b0;
                end
        endcase
    end
endmodule
module cla16bit (
    input [15:0] A,       
    input [15:0] B,       
    input cin,          
    output [15:0] SUM,    
    output C_OUT          
);
wire [15:0] G; 
wire [15:0] P; 
wire [16:0] C; 
generate
    genvar i;
    for (i = 0; i < 16; i = i + 1) begin
        assign G[i] = A[i] & B[i];
        assign P[i] = A[i] | B[i];
    end
endgenerate
assign C[0] = cin;  
generate
    for (i = 0; i < 16; i = i + 1) begin
        assign C[i+1] = G[i] | (P[i] & C[i]);
    end
endgenerate
assign SUM[0] = A[0] ^ B[0] ^ C[0];
generate
    for (i = 0; i < 15; i = i + 1) begin
        assign SUM[i+1] = A[i+1] ^ B[i+1] ^ C[i+1];
    end
endgenerate
assign C_OUT = C[16];
endmodule
$ cat design/flow/run.sh
#!/bin/bash
# OpenROAD 26Q1-2900-gdf79404cd8, Yosys 0.63+post, stock flow scripts
make -C /OpenROAD-flow-scripts/flow DESIGN_CONFIG=/design/flow/config.mk WORK_HOME=/design/flow/orfs finish
$ cat design/flow/config.mk
export PLATFORM = sky130hd
export DESIGN_NAME = alu
export DESIGN_NICKNAME = alu
export VERILOG_FILES = /design/flow/design.v
export SDC_FILE = /design/flow/constraint.sdc
export NUM_CORES = 4
export LEC_CHECK = 1
export CORE_UTILIZATION = 50
$ cat design/flow/constraint.sdc
current_design alu

set clk_period 12.2
set clk_io_pct 0.2

create_clock -name clk0 -period $clk_period

set non_clock_inputs [all_inputs -no_clocks]
set_input_delay [expr $clk_period * $clk_io_pct] -clock clk0 $non_clock_inputs
set_output_delay [expr $clk_period * $clk_io_pct] -clock clk0 [all_outputs]
==> flow_summary.ini <==
; physical design summary
[yosys]
syn-cell-area_um2 = 3870
top_cell = nor2_1
yosysTopAreaCell = ha_1
synth_seq_share_pct = 0
syn_avg_cell_area_um2 = 7.54
synth.distinct_cells = 62
yosys.area.top_type_share_pct = 15.8
yosys_area_um2 = 3870
synth_cells = 513
ys_cells = 513
yosys-top-cells-count = 67 x nor2_1, 49 x ha_1, 47 x inv_1
yosys_warnings = 2
topCellsByArea = ha_1 16%, fa_1 8.3%, mux4_2 7.6%, mux2i_1 7.2%, nor2_1 6.5%

[layout]
nClkBuffers = 0
register_area_um2 = 0
seq_cells = 0
layoutNonFillerInstCount = 656
final_util_pct = 62.3
synthToLayoutAreaGrowth_pct = 18.6
final_layout_size_suffix_gt1_share_pct = 16.3

[placed_design]
port_buffers = 56
hpwl_mm = 10.2
finalWeightedCongestion = 0.985
place_inst = 655

[worst_setup_path]
worstSetupPathDepth = 33
cp_common_cell = fa_2
cp_data_arrival_time_ns = 9.47
max_stage_delay_ns = 0.45
crit_path_end_kind = output port
cp_slowest_cell = clkdlybuf4s50_1
worstSetupStartpointType = input port
worst-path-max-fanout = 3
worstPathRequired_ns = 9.76
path_buffers = 12
crit_family = adder cells
path_class = in2out

[global_route]
grt_max_degree = 41
grt_pass1_vias = 3879
antenna_found_initial = 1
grt_pass1_wl_mm = 21.4
grt-ovfl-total = 0
track_usage_pct = 34.4

[power]
p_sw_share_pct = 53.1
clock_power_share_pct = 0
pwr-share-comb_pct = 100.0
powerDensity_nw_per_um2 = 39.3
switchingPower_uw = 95.8
peakVddDrop_mv = 0.0186
pwr-share-seq_pct = 0
power.internal_uw = 84.6
power_uw = 180
p_leak_nw = 2.02

[route]
top_layer_used = met5
routed-wl-met3_mm = 1.13
drc = 0
routedWlPerCell_um = 20.2
m1WireLength_mm = 5.90
first_pass_iters = 5
postRouteAntennaNets = 0
wl_met2_mm = 6.03
vias = 4192
via_per_inst = 6.39
wl_mm = 13.3
antenna_cells = 0
drtIter0Drc = 290

[run]
warning_count = 66
max-cap-violations = 0

[final_timing]
post-route-min-period_ns = 11.91
fin_tns_setup_ns = 0
fmax_mhz = 84.0
setup_viol = 0
finalHoldViolCount = 0
period_used_pct = 97.6
relSlewSlack_pct = 40.9
worstMarginPinSlew_ns = 0.878
slew_viol_final = 0
whs_ns = 5.70

[hold_path]
hold_path.class = in2out
whs_path_depth = 6

[die]
initial_core_util_pct = 52.5
dieHeight_um = 90.0
row_count = 31
core_area_um2 = 7370
die_w_um = 90.0
io_pins = 56
die_area_um2 = 8090

[clocking]
hold_buffers = 0

[status]
status = finished, final reports clean
## through the flow
step                      instance area [µm²]  worst slack [ns]
after global placement                   4530            -0.743
final                                    4590             0.291
after floorplan                          3870            0.0296
after detailed placement                 4530            -0.799
after global routing                     4590          -0.00103
after CTS                                4550           0.00700
## per-layer routing
metal  track usage [%]  vias to the layer above
li1                  -                     1969
met1              51.4                     2006
met2              52.8                      194
met3              8.25                       21
met4              5.51                        2
met5                 0                        -
## path summary, 6_finish.rpt
kind	startpoint	to	slack (ns)
worst max-delay path	alu_code[1]	vout	0.29
worst min-delay path	alu_code[1]	C[15]	5.70
## worst min-delay path, stage by stage
cell and delay [ns]:
buf_2 0.13, buf_4 0.23, mux2i_1 0.16, o21ai_1 0.10, or4_1 0.10, dlymetal6s2s_1 0.09
## logic make-up after synthesis
logic type      after synthesis  share of synthesized area (%)
buf+inv                      96                           11.6
mux                          52                           20.1
fa+ha+maj                    65                           24.1
simple gates                152                           18.6
compound gates              148                           25.6
## layout by cell type, fill, tap and decap left out, types with 9 or more instances in the layout
master and count:
inv_1 41, clkdlybuf4s50_1 49, nor2_1 66, ha_1 49, fa_2 14, nand2_1 27
nor4_1 11, a21oi_1 37, mux4_2 13, buf_4 35, o22ai_1 14, nand3_1 9
o21ai_0 25, mux2i_1 28, o22a_1 9, o221ai_1 9
## power by group through the flow
stage / clock (mW) / sequential, mW / combinational [mW]
6_report: 0 / 0 / 0.180
5_1_grt: 0 / 0 / 0.198
4_1_cts: 0 / 0 / 0.175
## timing repair
| action | CTS | global route |
|---|---|---|
| setup buffers | 0 | 1 |
| endpoints found under the setup margin | 5 | 2 |
| pin swaps | 5 | 11 |
| gates resized | 16 | 25 |
## cell type report
class                      instances  area [µm²]
tap                               99         124
timing repair buffer              91         810
inverter                          49         184
fill                             658        2780
multi-input combinational        417        3470
Power and IR drop assume default switching activity.
