==> flow/design.v <==
module FreeCell(
    input clk,
    input [3:0] source, dest,
    output reg win, illegal
);
    localparam s=2'b00;  
    localparam c=2'b01;  
    localparam h=2'b10;  
    localparam d=2'b11;  
    localparam ace   = 4'b0001;
    localparam two   = 4'b0010;
    localparam three = 4'b0011;
    localparam four  = 4'b0100;
    localparam five  = 4'b0101;
    localparam six   = 4'b0110;
    localparam seven = 4'b0111;
    localparam eight = 4'b1000;
    localparam nine  = 4'b1001;
    localparam ten   = 4'b1010;
    localparam jack  = 4'b1011;
    localparam queen = 4'b1100;
    localparam king  = 4'b1101;
    integer i;
    reg [5:0] tableau[7:0][21:0];
    reg [3:0] home_cells[3:0];  
    reg [5:0] free_cells[3:0];  
    always @(posedge clk) begin
        casez({source, dest})
            ({4'b0???, 4'b0???}):  
            begin
                if (((tableau[dest[2:0]][0][3:0]==((tableau[source[2:0]][0][3:0]) +1'b1)) && (tableau[dest[2:0]][0][5] != tableau[source[2:0]][0][5])) || ((tableau[dest[2:0]][0] == 6'b000000)))
                    begin 
                        tableau[dest[2:0]][0]<= tableau[source[2:0]][0];
                        for (i = 21; i > 0; i = i - 1) begin
                            tableau[dest[2:0]][i] <= tableau[dest[2:0]][i-1];
                        end
                        for (i = 0; i < 21; i = i + 1) begin
                            tableau[source[2:0]][i] <= tableau[source[2:0]][i+1];
                        end
                        illegal<= 1'b0;
                    end else begin
                    illegal<= 1'b1;
                end
            end
            ({4'b0???, 4'b10??}):  
            begin
                if (free_cells[dest[1:0]] == 6'b000000)
                    begin 
                        free_cells[dest[1:0]]<= tableau[source[2:0]][0];
                        for (i = 0; i < 21; i = i + 1) begin
                            tableau[source[2:0]][i] <= tableau[source[2:0]][i+1];
                        end
                        illegal<= 1'b0;
                    end
                else
                    begin
                        illegal<= 1'b1;
                    end
            end
            ({4'b0???, 4'b11??}):  
            begin
                case ((tableau[source[2:0]][0][5:4])) 
                    s:
                    begin
                        if (home_cells[s]==((tableau[source[2:0]][0][3:0]) - 1'b1))
                            begin
                                home_cells[s]<= home_cells[s]+1'b1;
                                for (i = 0; i < 21; i = i + 1) begin
                                    tableau[source[2:0]][i] <= tableau[source[2:0]][i+1];
                                end
                                illegal<= 1'b0;
                            end
                        else
                            begin illegal<= 1'b1;
                            end
                    end
                    c:
                    begin
                        if (home_cells[c]==((tableau[source[2:0]][0][3:0]) - 1'b1))
                            begin
                                home_cells[c]<= home_cells[c]+1'b1;
                                for (i = 0; i < 21; i = i + 1) begin
                                    tableau[source[2:0]][i] <= tableau[source[2:0]][i+1];
                                end
                                illegal<= 1'b0;
                            end
                        else
                            begin illegal<= 1'b1;
                            end
                    end
                    h:
                    begin
                        if (home_cells[h]==((tableau[source[2:0]][0][3:0]) - 1'b1))
                            begin
                                home_cells[h]<= home_cells[h]+1'b1;
                                for (i = 0; i < 21; i = i + 1) begin
                                    tableau[source[2:0]][i] <= tableau[source[2:0]][i+1];
                                end
                                illegal<= 1'b0;
                            end
                        else
                            begin illegal<= 1'b1;
                            end
                    end
                    d:
                    begin
                        if (home_cells[d]==((tableau[source[2:0]][0][3:0]) - 1'b1))
                            begin
                                home_cells[d]<= home_cells[d]+1'b1;
                                for (i = 0; i < 21; i = i + 1) begin
                                    tableau[source[2:0]][i] <= tableau[source[2:0]][i+1];
                                end
                                illegal<= 1'b0;
                            end
                        else
                            begin illegal<= 1'b1;
                            end
                    end
                endcase
            end
            ({4'b10??, 4'b0???}):  
            begin
                if ((free_cells[source[1:0]] != 6'b000000) && ((tableau[dest[2:0]][0]==6'b000000)||(tableau[dest[2:0]][0][3:0]==((free_cells[source[1:0]][3:0]) +1'b1)) && (tableau[dest[2:0]][0][5] != free_cells[source[1:0]][5])))
                    begin 
                        tableau[dest[2:0]][0] <= free_cells[source[1:0]];
                        for (i = 21; i > 0; i = i - 1) begin
                            tableau[dest[2:0]][i] <= tableau[dest[2:0]][i-1];
                        end
                        free_cells[source[1:0]]<= 6'b000000;
                        illegal<= 1'b0;
                    end
                else
                    begin
                        illegal<= 1'b1;
                    end end
            ({4'b10??, 4'b10??}):  
            begin
                if ((free_cells[source[1:0]] != 6'b000000) && (free_cells[dest[1:0]] == 6'b000000))
                    begin 
                        free_cells[dest[1:0]] <= free_cells[source[1:0]];
                        free_cells[source[1:0]]<= 6'b000000;
                        illegal<= 1'b0;
                    end
                else begin
                    illegal<= 1'b1;
                end
            end
            ({4'b10??, 4'b11??}):  
            begin
                case (free_cells[source[1:0]][5:4])  
                    s:
                    begin
                        if (home_cells[s]==((free_cells[source[1:0]][3:0]) - 1'b1))
                            begin
                                home_cells[s]<= home_cells[s]+1'b1;
                                free_cells[source[1:0]]<= 6'b000000;
                                illegal<= 1'b0;
                            end
                        else
                            begin illegal<= 1'b1;
                            end
                    end
                    c:
                    begin
                        if (home_cells[c]==((free_cells[source[1:0]][3:0]) - 1'b1))
                            begin
                                home_cells[c]<= home_cells[c]+1'b1;
                                free_cells[source[1:0]]<= 6'b000000;
                                illegal<= 1'b0;
                            end
                        else
                            begin illegal<= 1'b1;
                            end
                    end
                    h:
                    begin
                        if (home_cells[h]==((free_cells[source[1:0]][3:0]) - 1'b1))
                            begin
                                home_cells[h]<= home_cells[h]+1'b1;
                                free_cells[source[1:0]]<= 6'b000000;
                                illegal<= 1'b0;
                            end
                        else
                            begin illegal<= 1'b1;
                            end
                    end
                    d:
                    begin
                        if (home_cells[d]==((free_cells[source[1:0]][3:0]) - 1'b1))
                            begin
                                home_cells[d]<= home_cells[d]+1'b1;
                                free_cells[source[1:0]]<= 6'b000000;
                                illegal<= 1'b0;
                            end
                        else
                            begin illegal<= 1'b1;
                            end
                    end
                endcase
            end
            default:  
            begin
                illegal<= 1'b1;
            end
        endcase
    end
    always @(*)
    begin
        if ((home_cells[s] & home_cells[c] & home_cells[h] & home_cells[d]) == 4'b1101)
            begin
                win<= 1'b1;
            end
        else begin
            win<= 1'b0;
        end
    end
integer k, j;
    initial begin
    for (k = 0; k < 8; k = k + 1) begin
        for (j = 0; j < 22; j = j + 1) begin
            tableau[k][j] = 6'b0;
        end
    end
        free_cells[0] = 6'b0;
        free_cells[1] = 6'b0;
        free_cells[2] = 6'b0;
        free_cells[3] = 6'b0;
        home_cells[0] = 4'b0;
        home_cells[1] = 4'b0;
        home_cells[2] = 4'b0;
        home_cells[3] = 4'b0;
        win= 1'b0;
        tableau[0][6] = {s, four};
        tableau[0][5] = {d, jack};
        tableau[0][4] = {d, ten};
        tableau[0][3] = {d, six};
        tableau[0][2] = {s, three};
        tableau[0][1] = {d, ace};
        tableau[0][0] = {h, ace};
        tableau[1][6] = {s, five};
        tableau[1][5] = {s, ten};
        tableau[1][4] = {h, eight};
        tableau[1][3] = {c, four};
        tableau[1][2] = {h, six};
        tableau[1][1] = {h, king};
        tableau[1][0] = {h, two};
        tableau[2][6] = {s, jack};
        tableau[2][5] = {c, seven};
        tableau[2][4] = {c, nine};
        tableau[2][3] = {c, six};
        tableau[2][2] = {c, two};
        tableau[2][1] = {s, king};
        tableau[2][0] = {c, ace};
        tableau[3][6] = {h, four};
        tableau[3][5] = {s, ace};
        tableau[3][4] = {c, queen};
        tableau[3][3] = {c, five};
        tableau[3][2] = {s, seven};
        tableau[3][1] = {h, nine};
        tableau[3][0] = {s, eight};
        tableau[4][5] = {d, queen};
        tableau[4][4] = {h, jack};
        tableau[4][3] = {s, queen};
        tableau[4][2] = {s, six};
        tableau[4][1] = {d, two};
        tableau[4][0] = {s, nine};
        tableau[5][5] = {d, five};
        tableau[5][4] = {d, king};
        tableau[5][3] = {c, three};
        tableau[5][2] = {d, nine};
        tableau[5][1] = {h, three};
        tableau[5][0] = {s, two};
        tableau[6][5] = {h, five};
        tableau[6][4] = {d, three};
        tableau[6][3] = {h, queen};
        tableau[6][2] = {d, seven};
        tableau[6][1] = {c, king};
        tableau[6][0] = {c, ten};
        tableau[7][5] = {c, jack};
        tableau[7][4] = {d, four};
        tableau[7][3] = {h, ten};
        tableau[7][2] = {c, eight};
        tableau[7][1] = {h, seven};
        tableau[7][0] = {d, eight};
    end
endmodule
==> flow/run.sh <==
#!/bin/bash
# OpenROAD 26Q1-2900-gdf79404cd8, Yosys 0.63+post, stock flow scripts
make -C /OpenROAD-flow-scripts/flow DESIGN_CONFIG=/design/flow/config.mk WORK_HOME=/design/flow/orfs finish
==> flow/config.mk <==
export PLATFORM = sky130hd
export DESIGN_NAME = FreeCell
export DESIGN_NICKNAME = FreeCell
export VERILOG_FILES = /design/flow/design.v
export SDC_FILE = /design/flow/constraint.sdc
export NUM_CORES = 4
export LEC_CHECK = 1
export CORE_UTILIZATION = 50
==> flow/constraint.sdc <==
current_design FreeCell

set clk_period 54.7
set clk_io_pct 0.2

create_clock -name clk0 -period $clk_period [get_ports {clk}]

set non_clock_inputs [all_inputs -no_clocks]
set_input_delay [expr $clk_period * $clk_io_pct] -clock clk0 $non_clock_inputs
set_output_delay [expr $clk_period * $clk_io_pct] -clock clk0 [all_outputs]
==> run notes <==
run metrics: Mapped Cells just over 50000, Yosys top cell by instances nand2_1, simple-gate area share of the yosys netlist around 18%, floorplan core density around half, top cells, area mux4_2, edfxtp_1, nand2_1, first-pass GRT wire length ~6000000 um, largest net degree at the start of global routing between 100 and 150, Yosys Warn Count 2, Most used DFF post-synth edfxtp_1, area leader, netlist mux4_2, Stop Error [ERROR GRT-0116] Global routing finished with congestion. Check the congestion regions in the DRC Viewer., Rows just over 300, Mean Syn Cell Area 6.96 um2, ys cells between 50000 and 60000, gp weighted congestion slightly above 2, clock sinks 1097, Max-area cell share 11.5%, xor/xnor share 0.422%, global-route usage over all layers 132%, hpwl dp 3410000 um, I/O pins 11, ys async rst share 0%, Dominant comb cell AND-OR/OR-AND gates, Resize count post-CTS 0, count of cell types in the netlist 119, outcome did not finish, Die Wd roughly 840 um, Multiplexer share a little under a fifth, Yosys chip area between 0.3 and 0.4 mm2, post-CTS setup buffers 0, GRT overflow 196011, port bufs 10, number of hold buffers added after cts 0, H-Tree Depth 4, adder share less than 1%, Halt Stage global routing, vias in the first global route 574935, Post-Syn Area ~0.35 mm2, chip height ~840 um, post-synthesis register bit count about 1100, EDFF count, synth roughly 1100, Seq share, synth under 10%, commonest cells in the netlist nand2_1, nor2_1, clkbuf_1, CTS Buf Count 153, clock root buffer clkbuf_16, clk buf depth 4, ao+oa area frac around 45%
## cell families after synthesis
group                    after synthesis
flip-flops                          1097
buffers and inverters               6617
multiplexers                        4340
AND-OR/OR-AND                      23241
XOR/XNOR                             159
AND/OR/NAND/NOR                    15128
adder cells (fa/ha/maj)               59
## per-stage QoR
stage	utilization, %	worst slack (ns)	instance area, um2	instances
after global placement	54.9	27.70	386000	58665
after floorplan	-	32.07	353000	50641
after detailed placement	55.0	28.18	386000	58669
after CTS	55.7	29.17	391000	58939
## metal layers
layer,track usage (%),GRT overflow
met2,153,83309
met3,114,25306
met4,106,11138
met5,105,2900
met1,139,73358
